`flow/constraint.sdc`:
```
current_design EcualizadorCompleto

set clk_period 1.7
set clk_io_pct 0.2

create_clock -name clk0 -period $clk_period [get_ports {clk_i}]

set non_clock_inputs [all_inputs -no_clocks]
set_input_delay [expr $clk_period * $clk_io_pct] -clock clk0 $non_clock_inputs
set_output_delay [expr $clk_period * $clk_io_pct] -clock clk0 [all_outputs]
```
`flow/design.v`:
```
`timescale 1ns / 1ps
module FiltroPasa(dato_i,dato_o,clk_i,reset,dataf_i,dataf_oo, coeff_b0_section1 ,coeff_b1_section1 , coeff_b2_section1 ,coeff_a1_section1 ,coeff_a2_section1 ,coeff_1_section1
    );
	 output wire dataf_oo;
	 reg dataf_o;
	 input wire clk_i;
	 input dataf_i;
	 input wire reset;
	 input wire signed [WIDTH-1:0] coeff_b0_section1;
	 input wire signed [WIDTH-1:0] coeff_b1_section1;
	 input wire signed [WIDTH-1:0] coeff_b2_section1;
	 input wire signed [WIDTH-1:0] coeff_a1_section1;
	 input wire signed [WIDTH-1:0] coeff_a2_section1;
	 input wire signed [WIDTH-1:0] coeff_1_section1;
	 parameter FRA=16;
	 parameter INT=12;
	 parameter WIDTH=29;
	 reg signed [WIDTH-1:0] Reg1,Reg2;
	 wire overflow, underflow;
	 reg [3:0] muxselect1, muxselect2;
	 wire signed [2*WIDTH-1:0] result_mul_sum;
	 wire signed [2*WIDTH-1:0] result_concatenation;
	 wire signed  [WIDTH-1:0] truncate ;
	 reg signed  [WIDTH-1:0]Regacu;
	 input signed  [WIDTH-1:0] dato_i;
	 reg signed  [WIDTH-1:0] f_k, y_k;
	 wire signed [WIDTH-1:0]out1,out2;
	 output wire signed[WIDTH-1:0]dato_o;
	 reg signed [WIDTH-1:0] Regsum;    
	 reg [3:0] state_reg, state_next;
	 localparam[3:0]
		state_start=4'b0000, 
		state_m1=4'b0001, state_m1_1=4'b0010,
		state_m2=4'b0011,  state_m2_2=4'b0100,
		state_m3=4'b0101, state_f_k=4'b0110, state_clean=4'b0111,
		state_m4=4'b1000, state_m4_4=4'b1001,
		state_m5=4'b1010, state_m5_5=4'b1011,
		state_m6=4'b1100, state_RegChange1=4'b1101,
		state_RegChange2=4'b1110, state_reset=4'b1111;
	assign out1= (muxselect1==3'b111) ? coeff_b0_section1:
					 (muxselect1==3'b110) ? coeff_b1_section1:
					 (muxselect1==3'b101) ? coeff_b2_section1:
					 (muxselect1==3'b010) ? coeff_a2_section1:
					 (muxselect1==3'b001) ? coeff_a1_section1:
					 (muxselect1==3'b011) ? coeff_1_section1:
					 29'sb0;
	assign out2 =(muxselect2==3'b000) ? Reg1:
					 (muxselect2==3'b001) ? Reg2:
					 (muxselect2==3'b010) ? dato_i:
					 (muxselect2==3'b011) ? f_k:
					 29'sb0;
	assign overflow = (~result_mul_sum[2*WIDTH-1] && |result_mul_sum[2*WIDTH-2:2*WIDTH-2-INT]) ? 1'b1  :  1'b0; 
	assign underflow = (result_mul_sum[2*WIDTH-1] && ~(&result_mul_sum[2*WIDTH-2:2*WIDTH-2-INT])) ? 1'b1  :  1'b0;  
	assign truncate= (overflow) ?  (29'sh0fffffff) :
							(underflow) ? (29'sh10000000) :
							$signed({result_mul_sum[2*WIDTH-1],result_mul_sum[2*WIDTH-INT-3:2*WIDTH-2*INT-2],result_mul_sum[2*WIDTH-2*INT-3:2*WIDTH-2*INT-FRA-2]});	
	assign dato_o=y_k;
	assign dataf_oo=dataf_o;
	assign result_concatenation=(Regacu[WIDTH-1]==1'b0)? $signed({14'h0,Regacu[WIDTH-2:0],16'b0}):$signed({14'h3fff,Regacu[WIDTH-2:0],16'b0});  
	assign result_mul_sum=  out1*out2+result_concatenation;
always @(posedge clk_i,posedge reset) 
			begin 
				if(reset)
					begin
						state_reg <=state_reset;
					end
				else
					state_reg  <= state_next;
			end
			always @* 
			begin
					state_next=state_reg;
					case(state_reg)
						state_reset: 
							begin
								dataf_o=1'b0;
								Reg1=29'b0;
								Reg2=29'b0;
								Regacu=29'b0;
								Regsum=29'b0;
                        f_k=29'b0;
								y_k=29'b0;
								state_next=state_start;
							end					
						state_start: 
							begin
								dataf_o=1'b0;
								Regacu=29'b0;
								Regsum=29'b0;
								if(dataf_i)
									state_next=state_m1;
								else
									state_next=state_start;
							end
						state_m1:
							begin
								muxselect1=3'b001;
								muxselect2=3'b000;
								Regsum=truncate;
								state_next=state_m1_1;
							end
						state_m1_1:
							begin
								muxselect1=3'b001;
								muxselect2=3'b000;
								Regacu=Regsum;
								state_next=state_m2;
							end
						state_m2:
							begin
								muxselect1=3'b010;
								muxselect2=3'b001;
								Regsum=truncate;
								state_next=state_m2_2;
							end
						state_m2_2:
							begin
								muxselect1=3'b010;
								muxselect2=3'b001;
								Regacu=Regsum;
								state_next=state_m3;
							end
						state_m3:
							begin
								muxselect1=3'b011;
								muxselect2=3'b010;
								Regsum=truncate;
								state_next=state_f_k;
							end
						state_f_k:
							begin
								f_k=Regsum;
								Regacu=Regsum;
								state_next=state_clean;
							end
						state_clean:
							begin
								Regacu=29'b0;
								Regsum=29'b0;
								state_next=state_m4;
							end
						state_m4:
							begin
								muxselect1=3'b101;
								muxselect2=3'b001;
								Regsum=truncate;
								state_next=state_m4_4;
							end
						state_m4_4:
							begin
								muxselect1=3'b101;
								muxselect2=3'b001;
								Regacu=Regsum;
								state_next=state_m5;
							end
						state_m5:
							begin
								muxselect1=3'b110;
								muxselect2=3'b000;
								Regsum=truncate;
								state_next=state_m5_5;
							end
						state_m5_5:
							begin
								muxselect1=3'b110;
								muxselect2=3'b000;
								Regacu=Regsum;
								state_next=state_m6;
							end
						state_m6:
							begin
								muxselect1=3'b111;
								muxselect2=3'b011;
								Regsum=truncate;
								state_next=state_RegChange1;
							end
						state_RegChange1:
							begin
								Reg2=Reg1;
								y_k=Regsum;
								Regacu=Regsum;
								state_next=state_RegChange2;
							end
						state_RegChange2:
							begin
								Reg1=f_k;
								Regacu=29'b0;
								Regsum=29'b0;
								dataf_o=1'b1;
								state_next=state_start;
							end
					default state_next=state_start;
					endcase
			end
endmodule 
`timescale 1ns / 1ps
module EcualizadorCompleto(clk_i, dataf_i, dataf_o, reset, dato_i, dato_o1,dato_o2,dato_o3
    );
	input clk_i;
	input reset;
	input dataf_i;
	output wire dataf_o;
	input [28:0] dato_i;
	output wire [28:0] dato_o1;
	output wire [28:0] dato_o2;
	output wire [28:0] dato_o3;
	wire [28:0] cable1;
	wire [28:0] cable2;
	wire [28:0] cable3;
	wire bandera1;
	wire bandera2;
	wire bandera3;
	wire dataf_o2;
	wire dataf_o3;
	FiltroPasa filtro1(.dato_i(dato_i), .dato_o(cable1),.clk_i(clk_i),.reset(reset),.dataf_i(dataf_i),.dataf_oo(bandera1),.coeff_b0_section1(29'sb00000000000000000000000001101) ,.coeff_b1_section1(29'sb00000000000000000000000011010) , .coeff_b2_section1(29'sb00000000000000000000000001101) ,.coeff_a1_section1(29'sb00000000000011111010111000011) ,.coeff_a2_section1(29'sb11111111111110000101000011101) ,.coeff_1_section1(29'sb00000000000010000000000000000));
	FiltroPasa filtro2(.dato_i(cable1),.dato_o(dato_o1),.clk_i(clk_i),.reset(reset),.dataf_i(bandera1),.dataf_oo(dataf_o),.coeff_b0_section1(29'sb00000000000001111111101111101) ,.coeff_b1_section1(29'sb11111111111100000000100000110) , .coeff_b2_section1(29'sb00000000000001111111101111101) ,.coeff_a1_section1(29'sb00000000000011111111011111010) ,.coeff_a2_section1(29'sb11111111111110000000100000110) ,.coeff_1_section1(29'sb00000000000010000000000000000));
	FiltroPasa filtro3(.dato_i(dato_i), .dato_o(cable2),.clk_i(clk_i),.reset(reset),.dataf_i(dataf_i),.dataf_oo(bandera2),.coeff_b0_section1(29'sb00000000000000001010101001010) ,.coeff_b1_section1(29'sb00000000000000010101010010011) , .coeff_b2_section1(29'sb00000000000000001010101001010) ,.coeff_a1_section1(29'sb00000000000010000100011110110) ,.coeff_a2_section1(29'sb11111111111111010000111011000) ,.coeff_1_section1(29'sb00000000000010000000000000000));
	FiltroPasa filtro4(.dato_i(cable2),.dato_o(dato_o2),.clk_i(clk_i),.reset(reset),.dataf_i(bandera2),.dataf_oo(dataf_o2),.coeff_b0_section1(29'sb00000000000010000000000000000) ,.coeff_b1_section1(29'sb11111111111100000000000000000) , .coeff_b2_section1(29'sb00000000000010000000000000000) ,.coeff_a1_section1(29'sb00000000000011111010111000011) ,.coeff_a2_section1(29'sb11111111111110000101000011101) ,.coeff_1_section1(29'sb00000000000010000000000000000));
	FiltroPasa filtro5(.dato_i(dato_i), .dato_o(cable3),.clk_i(clk_i),.reset(reset),.dataf_i(dataf_i),.dataf_oo(bandera3),.coeff_b0_section1(29'sb00000000000001101000000101110) ,.coeff_b1_section1(29'sb00000000000011010000001000010) , .coeff_b2_section1(29'sb00000000000001101000000101110) ,.coeff_a1_section1(29'sb11111111111100110100010110100) ,.coeff_a2_section1(29'sb11111111111110101011010011011) ,.coeff_1_section1(29'sb00000000000010000000000000000));
	FiltroPasa filtro6(.dato_i(cable3),.dato_o(dato_o3),.clk_i(clk_i),.reset(reset),.dataf_i(bandera3),.dataf_oo(dataf_o3),.coeff_b0_section1(29'sb00000000000001001100111000111) ,.coeff_b1_section1(29'sb11111111111101100110010001011) , .coeff_b2_section1(29'sb00000000000001001100111000111) ,.coeff_a1_section1(29'sb00000000000010000100011110110) ,.coeff_a2_section1(29'sb11111111111111010000111011000) ,.coeff_1_section1(29'sb00000000000010000000000000000));
endmodule
```
`flow/config.mk`:
```
export PLATFORM = sky130hd
export DESIGN_NAME = EcualizadorCompleto
export DESIGN_NICKNAME = EcualizadorCompleto
export VERILOG_FILES = /design/flow/design.v
export SDC_FILE = /design/flow/constraint.sdc
export NUM_CORES = 4
export LEC_CHECK = 1
export CORE_UTILIZATION = 40
```
`flow/run.sh`:
```
#!/bin/bash
# OpenROAD 26Q1-2900-gdf79404cd8, Yosys 0.63+post, stock flow scripts
make -C /OpenROAD-flow-scripts/flow DESIGN_CONFIG=/design/flow/config.mk WORK_HOME=/design/flow/orfs finish
```
==> results.txt <==
yosys + openroad results -> Synth Area per Inst=9.49 um^2, crit end category=flip-flop, DP Wirelength=~410 mm, via count=109000, num rows=between 200 and 250, Max Fclk=882 MHz, Final Hold Fails=0, Post-CTS Resized=0, ys flop type=dlxtn_1, initial antenna violation count=37, RSZ-0062 raised after global routing=false, vias in the first global route=121000, max_slew headroom=0.243, Die ar.=a little over 400000 um^2, remaining global-route overflow=0, clock skew=between 0.007 and 0.008 ns, share of cells above drive strength 1=0.0329, Core Region=a little over 400000 um^2, Async SR Flop Fraction=0.0778, antenna viol nets, final=0, clk ins delay skew pair=0.41 ns, Chip Area, Yosys=164000 um^2, CP Max Fanout=6, total of max-cap violations=0, Slew Limit Fails=0, placed cell areas=roughly 170000 um^2, area growth from synthesis to layout=5.23%, WP data arrival=~1.5 ns, Core Util at FP=0.403, clk root buf=clkbuf_16, # Cells Yosys=17200, H-tree depth=3, # setup viols final=0, status=finished, final reports clean, CTS buffer count=9, register pins left without a clock=between 1000 and 1500, final core occ=0.424, Unique cell types=102, Longest Clk Path Bufs=2, top cells, area=fa_1 46%, inv_1 12%, ha_1 9.5%, EDFF count, synth=0, Die Wd=about 640 um, data required time at the worst endpoint=2.03 ns, Final Critical Period=1.13 ns, Tightest Hold Check Type=in -> async, die height=around 640 um, measured slew at the worst slew-check pin=between 1 and 1.5 ns, IO buf count=between 100 and 150, final worst path period share=0.667, Final WS setup=roughly 0.57 ns, largest net degree at the start of global routing=between 60 and 70, setup bufs post-CTS=0, critical path startpoint category=flip-flop, Cells after Synth=17200, Synth flops=about 1200, GPL Wtd Cong=a little over 1, Via density=4.84, Synth Cell Area=164000 um^2, setup TNS=0 ns, DR pass1 iterations=8, DR WL/cell=20.0 um, CP Class=reg -> reg, endpoints left unconstrained=about 1200, DR iter-0 viols=4749, OpenROAD warning count=30, post-synth top area cell=fa_1, count of hold-fix buffers inserted at cts=0, Tot GR Track Use=0.247, Top-Level Pins=roughly 120, Place WS=roughly 0.22 ns, Area leader share=0.462, Final Cell Area=172000 um^2, clk slew on worst S/H paths=around 0.070 ns, routed wire length=roughly 450 mm, YS warnings=between 200 and 300, first-pass GRT wire length=725 mm, post-route DRC violation count=0, CTS tree=built
## cells by family after synthesis
logic type | synth area share
muxes | 0.0240
buffers and inverters | 0.129
xor gates and xnor gates | 0.0108
adders and majority gates | 0.558
DFF | 0.0139
latches | 0.0990
other | 0.0000459
AOI/OAI and AO/OA | 0.0579
and+or+nand+nor | 0.108
## critical path, cell delays in order, from the launching register on
cell and delay (ns):
dfstp_2 0.72, buf_12 0.19, nor2_1 0.06, o21ai_0 0.08
## cells in the mapped netlist (68+ instances only)
cell,count
nand2_1,1146
clkbuf_1,382
xnor2_1,113
a21o_1,205
nor2_1,625
dfrtp_1,90
or2_2,68
nand3_1,130
inv_1,5148
fa_1,3781
dlxtn_1,904
a21oi_1,395
ha_1,1247
nor3_1,72
mux4_2,122
o21a_1,75
o21ai_0,307
nand4_1,86
dlxtp_1,174
xor2_1,88
o211ai_1,105
and2_1,1137
## path summary, 6_finish.rpt
| path | from | end | slack (ns) | depth (start not counted) |
|---|---|---|---|---|
| worst max-delay path | filtro2.state_reg[0] | filtro6.state_reg[1] | 0.57 | 3 |
| worst min-delay path | reset | filtro3.state_reg[1] | 0.35 | 2 |
| worst max register to register | filtro2.state_reg[0] | filtro6.state_reg[1] | 0.57 | 3 |
| worst min register to register | filtro4.state_reg[5] | filtro4.state_reg[13] | 0.36 | 0 |
| max in group asynchronous | reset | filtro3.state_reg[6] | 0.69 | 4 |
| min in group clk0 | filtro4.state_reg[5] | filtro4.state_reg[13] | 0.36 | 0 |
## cells in the final DEF, fill, tap and decap left out, types with 59 or more instances in the layout
cell type        netlist  final
o21a_1                75     75
dfrtp_1               90     89
dlxtp_1              174    174
or2_2                 68     68
nand3_1              130    130
nor2_1               625    617
a21oi_1              395    394
o211ai_1             105    105
fa_1                3781   3781
nand4_1               86     86
and3_1                64     64
ha_1                1247   1247
xor2_1                88     88
nand2_1             1146   1143
mux2i_1               59     59
and2_1              1137   1136
o21bai_1              64     64
dlxtn_1              904    893
o21ai_0              307    303
xnor2_1              113    112
a21o_1               205    205
nor3_1                72     70
clkdlybuf4s50_1        0    119
mux4_2               122    122
inv_1               5148   5145
buf_4                  5    228
## per-stage QoR
stage	std cells	hold slack [ns]
2_1_floorplan	17200	0.346
3_3_place_gp	22600	0.360
3_5_place_dp	22600	0.352
4_1_cts	22600	0.334
5_1_grt	22600	0.365
6_report	22600	0.346
## per-layer routing
layer	vias to the layer above	track usage	wire length (um)
li1	50800	-	-
met1	55000	0.353	183000
met2	3225	0.369	207000
met3	456	0.101	46800
met4	32	0.0594	15200
met5	-	0.00231	314
## area by class of cell
class                           count  area (um^2)
Fill cell                       39700       234000
Multi-Input combinational cell  10500       124000
Inverter                         5150        19300
Sequential cell                  1169        18500
Tap cell                         5428         6790
Timing Repair Buffer              351         2980
Clock buffer                        9          225
Clock inverter                      7         93.8
Antenna cell                       19         47.5
